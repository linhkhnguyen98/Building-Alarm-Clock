`run.sh`:
```
#!/bin/bash
# OpenROAD 26Q1-2900-gdf79404cd8, Yosys 0.63+post, stock flow scripts
make -C /OpenROAD-flow-scripts/flow DESIGN_CONFIG=/design/flow/config.mk WORK_HOME=/design/flow/orfs finish
```
`config.mk`:
```
export PLATFORM = sky130hd
export DESIGN_NAME = ct_mod_N
export DESIGN_NICKNAME = ct_mod_N
export VERILOG_FILES = /design/flow/design.v
export SDC_FILE = /design/flow/constraint.sdc
export NUM_CORES = 4
export LEC_CHECK = 1
export CORE_AREA = 10 10 76 76
export DIE_AREA = 0 0 86 86
```
`constraint.sdc`:
```
current_design ct_mod_N

set clk_period 2.5
set clk_io_pct 0.2

create_clock -name clk0 -period $clk_period [get_ports {clk}]

set non_clock_inputs [all_inputs -no_clocks]
set_input_delay [expr $clk_period * $clk_io_pct] -clock clk0 $non_clock_inputs
set_output_delay [expr $clk_period * $clk_io_pct] -clock clk0 [all_outputs]
```
`design.v`:
```
module ct_mod_N #(parameter N=60)(
  input clk, rst, en,
  output logic[6:0] ct_out,
  output logic      z);
  always_ff @(posedge clk)
    if(rst)
      ct_out <= 0;
    else if(en)
      ct_out <= (ct_out+'b1)%N;	   
    else
      ct_out <= ct_out;
  always_comb z = ct_out==(N-'b1);    
endmodule
```
==> results.py <==
# Physical implementation metrics
metrics = {
    "setup_path": {
        "crit_family": "buffers and inverters",
        "cp.arrival_ns": 1.78,
        "crit_buf_inv": 1,
        "startpoint_type": "register",
        "reg2reg_depth": 6,
        "path_class": "register to output pin",
        "r2r_setup_slack_ns": 0.50,
        "worst_setup_path_end_kind": "output pin",
        "cp_slowest_cell": "clkdlybuf4s50_1",
        "critical-path-max-stage-delay_ns": 0.51,
        "path_depth": 4,
        "crit_required_ns": 2.00,
        "cp_cell_sequence": "ha_1 > nor2b_1 > nor4bb_1 > clkdlybuf4s50_1",
        "r2r_start": "ct_out[6]$_SDFFE_PP0P_",
        "worstPathMaxFanout": 7,
        "timing.rr.end": "ct_out[3]$_SDFFE_PP0P_",
    },
    "cells_and_area": {
        "reg.largest.list": "ct_out (7)",
        "largest_reg_flops": 7,
        "nFillCells": 443,
        "drive_above_1_share_pct": 13.46,
        "largest_register": "ct_out",
        "area_growth_pct": 26.15,
        "flop_area_um2": 140.1,
        "logic_area_um2": 530.5,
    },
    "power": {
        "p_total_mw": 0.3324,
        "p_leak_nw": 0.3131,
        "peakVddDrop_mv": 0.1290,
        "power_per_cell_area_nw_per_um2": 360.0,
    },
    "route": {
        "via_per_inst": 4.656,
        "wirelength_um": 1872,
        "vias": 717,
        "num_antenna_cells": 0,
        "drc": 0,
        "dr.pass1.iters": 4,
        "routedWlPerCell_um": 12.16,
        "drtIter0Drc": 97,
        "antenna_left": 0,
    },
    "worst_hold_path": {
        "hp-class": "register to register",
        "min_path_cells": 2,
        "min_to": "ct_out[5]$_SDFFE_PP0P_",
        "hp-start": "ct_out[5]$_SDFFE_PP0P_",
    },
    "timing": {
        "setup_viol": 0,
        "period_used_pct": 91.36,
        "fin_worst_skew_ns": 0.005274,
        "clock.fmax_ghz": 0.4378,
        "worst_pin_slew_ns": 0.4266,
        "fin_tns_setup_ns": 0,
        "relSlewSlack_pct": 71.52,
        "rsz0062_at_grt": "false",
        "hold_viol_final": 0,
        "period_needed_ns": 2.284,
        "drv_slew": 0,
    },
    "global_route": {
        "use_met3_pct": 1.239,
        "grt.overflow.total": 0,
        "use_met1_pct": 7.200,
        "grtUsageTotal_pct": 4.958,
        "top_usage_layer": "met2",
        "grt_pass1_wl_um": 3167,
        "grt_start_max_net_pins": 19,
        "grt_pass1_vias": 646,
        "grtUsageMet2_pct": 7.235,
        "antenna_found_initial": 0,
    },
    "die": {
        "fp_util_pct": 17.79,
        "die_area_um2": 7396,
        "die_w_um": 86,
        "placementRows": 23,
        "boundaryPins": 11,
        "die-height_um": 86,
        "core_um2": 4115,
    },
    "placement": {
        "gp_routability_congestion": 0.8910,
        "port_buffers": 10,
        "hpwl_um": 1429,
    },
    "logic_synthesis": {
        "post_synth.cell_area_avg_um2": 7.705,
        "synth-async-reset-ratio_pct": 0,
        "largest_area_cell": "dfxtp_1",
        "synth-main-ff-cell": "dfxtp_1",
        "ys_ff": 7,
        "topCellsByArea": "dfxtp_1 19%, buf_2 4.8%, nor2_1 4.1%",
        "ys_seq_share_pct": 19.15,
        "ys_cells": 95,
        "yosysTopAreaCellShare_pct": 19.15,
        "syn-instance-count": 95,
        "edf_count": 0,
        "synthesis.area_um2": 732.0,
        "ys_area_um2": 732.0,
        "yosysWarnings": 1,
        "ys_types": 45,
    },
    "clock_tree": {
        "htree_levels": 1,
        "cts_made_buffers": 3,
        "cts_root_buffer": "clkbuf_8",
        "cts_resized": 0,
        "clk_latency_ns": 0.23,
        "postCtsHoldBufs": 0,
        "cts.sinks": 7,
        "cts_tree": "yes",
        "cts_buffer_depth": 2,
        "cts_setup_buffers": 0,
        "clk_pin_slew_worst_paths_ns": 0.04,
    },
    "status": {
        "outcome": "complete, no violations",
    },
    "job": {
        "maxCapViolations": 0,
        "warnings": 27,
    },
}
==> per-stage QoR <==
step | utilization (%) | setup WS [ns] | cell area, um2 | instances | hold WS [ns]
CTS | 22.44 | 0.2133 | 923.4 | 154 | 0.6141
global placement | 21.34 | 0.4990 | 878.3 | 150 | 0.6055
detailed placement | 21.34 | 0.4621 | 878.3 | 150 | 0.6070
finish | 22.44 | 0.2160 | 923.4 | 154 | 0.6192
floorplan | - | 0.6135 | 732.0 | 95 | 0.5694
global route | 22.44 | 0.004900 | 923.4 | 154 | 0.6779
==> synth_stat cells (2+ instances only) <==
library cell	instances
nor2_1	8
buf_2	7
dfxtp_1	7
nand2_1	6
a21oi_1	5
o21ai_0	5
nand3_1	3
nand4_1	3
nor2b_1	3
a211o_1	2
a31oi_1	2
and2_1	2
clkbuf_1	2
ha_1	2
inv_1	2
mux2i_1	2
nand2b_1	2
nor3_1	2
o2111ai_1	2
o22a_1	2
xnor2_1	2
==> cell usage in the layout (no fill, tap or decap), drive strengths merged, types with 2 or more instances in the layout <==
cell | Yosys | routed
a211o | 2 | 2
a21oi | 5 | 5
a31oi | 2 | 2
and2 | 2 | 2
and3 | 3 | 3
buf | 8 | 5
clkbuf | 2 | 4
clkdlybuf4s50 | 0 | 10
dfxtp | 7 | 7
ha | 2 | 2
inv | 2 | 2
mux2i | 2 | 2
nand2 | 7 | 7
nand2b | 2 | 2
nand3 | 4 | 4
nand4 | 3 | 3
nor2 | 8 | 8
nor2b | 3 | 3
nor3 | 2 | 2
o2111ai | 2 | 2
o21ai | 6 | 6
o22a | 2 | 2
xnor2 | 2 | 2
==> final cells by class <==
cell class	instances	area share [%]
inverters	2	0.8130
multi-input cells	76	57.45
clock buffers	4	4.878
well taps	50	6.775
repair buffers	15	14.91
flip-flops and latches	7	15.18
==> logic make-up after synthesis <==
| group | Yosys count | synth area share [%] |
|---|---|---|
| DFF | 7 | 19.14 |
| and+or+nand+nor | 40 | 33.34 |
| xor gates and xnor gates | 2 | 2.394 |
| adders and majority gates | 2 | 3.418 |
| AOI/OAI and AO/OA | 30 | 30.60 |
| muxes | 2 | 2.735 |
| buffers and inverters | 12 | 8.376 |
==> metal layers <==
layer / wire length (um) / up-vias / share of wire, %
met2: 815 / 24 / 44
met1: 898 / 316 / 48
met3: 150 / 2 / 8.0
met5: 0 / - / 0
li1: - / 375 / -
met4: 7 / 0 / 0.37
==> how the worst max path moves through the flow <==
stage,end,from,slack (ns)
finish,z,ct_out[0]$_SDFFE_PP0P_,0.22
global route,z,ct_out[1]$_SDFFE_PP0P_,0.005
CTS,z,ct_out[0]$_SDFFE_PP0P_,0.21
==> worst register-to-register path, cell delays in order (launching register included) <==
cell and delay, ns:
dfxtp_1 0.53, nand2_1 0.28, xnor2_1 0.19, and3_4 0.19, o311a_4 0.37, o2111ai_1 0.20, o311ai_1 0.12
==> where the power goes <==
group / total (mW) / switching (mW) / internal, mW
clock network: 0.160 / 0.0500 / 0.110
logic: 0.0485 / 0.0228 / 0.0257
registers: 0.124 / 0.00639 / 0.117
Power and IR drop assume default switching activity.
