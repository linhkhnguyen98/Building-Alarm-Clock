==> design/flow/design.v <==
module alarm(
  input [6:0]  tmin,
               amin,
               thrs,
               ahrs,
  input        tpm, 
  input        apm, 
  output logic buzz
);
	 assign buzz = (tmin == amin) && (thrs == ahrs) && (tpm == apm);
endmodule
==> design/flow/run.sh <==
#!/bin/bash
# OpenROAD 26Q1-2900-gdf79404cd8, Yosys 0.63+post, stock flow scripts
make -C /OpenROAD-flow-scripts/flow DESIGN_CONFIG=/design/flow/config.mk WORK_HOME=/design/flow/orfs finish
==> design/flow/config.mk <==
export PLATFORM = sky130hd
export DESIGN_NAME = alarm
export DESIGN_NICKNAME = alarm
export VERILOG_FILES = /design/flow/design.v
export SDC_FILE = /design/flow/constraint.sdc
export NUM_CORES = 4
export LEC_CHECK = 1
export CORE_AREA = 10 10 70 70
export DIE_AREA = 0 0 80 80
==> design/flow/constraint.sdc <==
current_design alarm

set clk_period 1.5
set clk_io_pct 0.2

create_clock -name clk0 -period $clk_period

set non_clock_inputs [all_inputs -no_clocks]
set_input_delay [expr $clk_period * $clk_io_pct] -clock clk0 $non_clock_inputs
set_output_delay [expr $clk_period * $clk_io_pct] -clock clk0 [all_outputs]
==> flow_summary_export.csv <==
group,metric,value,unit
placed_design,place_congestion,0.788,
die,std_cell_rows,21,
worst_setup_path,startpoint,"tmin[6]",
sta,setup_tns,0,ns
sta,setup_violations,0,
die,chipArea,6400,um2
global_route,grt_pass1_vias,310,
worst_setup_path,path_delay_family,"simple AND/OR/NAND/NOR gates",
global_route,antenna_found_initial,0,
placed_design,pre_cts_ws,-0.689,ns
layout,fin_area,415,um2
detailed_routing,num_vias,255,
placed_design,place_area,536,um2
die,initCoreUtil,4.91,%
logic_synthesis,postSynthAreaPerCell,8.38,um2
detailed_routing,dr.first_iter.drc_count,1,
die,die_w,80,um
worst_setup_path,worstPathRequired,1.20,ns
logic_synthesis,fa_ha_area_share,0,%
global_route,grt_first_pass_wirelength,1.36,mm
global_route,overflow,0,
logic_synthesis,ys_cells,20,
worst_setup_path,crit_cells,5,
global_route,grt_max_degree,2,
power_and_ir_drop,ir_drop,0.0000557,V
detailed_routing,antenna_left,0,
worst_setup_path,endpoint,"buzz",
logic_synthesis,syn-cell-area,168,um2
layout,clockBufferCount,0,
detailed_routing,drc,0,
logic_synthesis,synth_seq_share,0,%
worst_setup_path,path_buffers,2,
status,status,"complete, no violations",
clock_tree,ctsHoldBuffers,0,
logic_synthesis,simple_gate_area_share,21.6,%
run,warning_count,32,
sta,hold_viol,0,
die,die_height,80,um
layout,layout-drive-gt1-share,68.6,%
layout,syn_to_final_growth,148,%
sta,slew_viol_final,0,
run,drv_cap,0,
min_path,hp-class,"input port to output port",
power_and_ir_drop,p_per_area,239,nW/um2
worst_setup_path,worstPathMaxFanout,1,
sta,min_period,1.41,ns
logic_synthesis,ys_sh_xor,78.4,%
worst_setup_path,end_kind,"output port",
detailed_routing,num_antenna_cells,0,
logic_synthesis,yosys_warnings,0,
worst_setup_path,critPathLaunchType,"input port",
worst_setup_path,path_common_cell,"buf_2",
logic_synthesis,mux_area_share,0,%
worst_setup_path,slowest_stage,"nor4_2",
die,io_pins,31,
sta,max_freq,0.710,GHz
placed_design,dp_cells,97,
detailed_routing,wire_per_inst,8.92,um
worst_setup_path,worstPathCellList,"buf_2 > xnor2_2 > nand4_1 > nor4_2 > buf_2",
worst_setup_path,arrival,1.11,ns
logic_synthesis,synthCells,20,
detailed_routing,totalWireLength,865,um
layout,ff_count,0,
logic_synthesis,ys_types,4,
detailed_routing,first_pass_iters,2,
logic_synthesis,ys_area,168,um2
placed_design,io_buffers,31,
sta,worst_pin_slew,0.184,ns
sta,finalClockPeriodUsage,93.9,%
worst_setup_path,max_stage_delay,0.26,ns
die,coreArea,3420,um2
layout,fin_cells,97,
logic_synthesis,ys_sh_aoi,0,%
power_and_ir_drop,p_leak,0.000185,uW
sta,slew_headroom,87.6,%
sta,rsz0062_at_grt,"false",
layout,seq_area,0,um2
detailed_routing,drt-vias-per-instance,2.63,
logic_synthesis,netlist_logic_family_top,"XOR/XNOR gates",
worst_setup_path,crit_type,"input port to output port",
global_route,grt_usage,2.56,%
clock_tree,cts_post_setup_buffers_inserted,0,
sta,setup_ws,0.0914,ns
Yosys cell counts, drive strengths merged:
library cell | n | area [um2]
xnor2 | 15 | 131
nand4 | 3 | 18.8
nand3 | 1 | 5.00
nor4 | 1 | 12.5
layout make-up:
cell class         instances  area, um2
repair buffers            31        160
fillers                  417       3000
well taps                 46       57.6
multi-input cells         20        198
cell usage in the layout (no fill, tap or decap):
cell,count
nand3_1,1
xnor2_2,4
nor4_2,1
buf_2,8
clkdlybuf4s15_1,1
nand4_1,3
clkbuf_2,22
xnor2_1,11
worst min path at each step:
| stage | startpoint | to | slack [ns] | cells after the start |
|---|---|---|---|---|
| 4_1_cts | thrs[2] | buzz | 1.04 | 5 |
| 5_1_grt | tmin[2] | buzz | 1.01 | 5 |
| 6_report | tmin[2] | buzz | 0.98 | 5 |
metrics by stage:
step	hold slack (ns)	power, uW	util (%)
after global routing	1.01	109	12.2
after CTS	1.04	102	14.0
after global placement	1.69	129	15.7
final	0.977	99.2	12.2
after floorplan	0.737	39.9	-
after detailed placement	1.67	129	15.7
per-layer routing:
layer / GRT usage, % / part of all wire, % / vias up
li1: - / - / 131
met1: 4.15 / 56 / 93
met2: 2.49 / 20 / 31
met3: 1.93 / 23 / 0
met4: 0 / 0 / 0
met5: 0 / 0 / -
power breakdown:
group	total (uW)	leakage (uW)	internal, uW	switching (uW)
Clock	0	0	0	0
Sequential	0	0	0	0
Combinational	99.2	0.000185	63.5	35.7
repair_timing:
item,CTS,global route
gates cloned,0,0
endpoints found under the setup margin,1,1
gates resized,59,40
pin swaps,20,18
worst min-delay path: cells and delay by family:
family,cells,cell delay [ns]
buffers and inverters,2,0.19
AND/OR/NAND/NOR,2,0.13
XOR/XNOR,1,0.06
cells by family after synthesis:
group                     count (synthesis)
xor gates and xnor gates                 15
and+or+nand+nor                           5
Power is estimated from default activity; no workload was simulated.
